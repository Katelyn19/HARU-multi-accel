<file path="/design/flow/run.sh">
#!/bin/bash
# OpenROAD 26Q1-2900-gdf79404cd8, Yosys 0.63+post, stock flow scripts
make -C /OpenROAD-flow-scripts/flow DESIGN_CONFIG=/design/flow/config.mk WORK_HOME=/design/flow/orfs finish
</file>
<file path="/design/flow/config.mk">
export PLATFORM = sky130hd
export DESIGN_NAME = fifo
export DESIGN_NICKNAME = fifo
export VERILOG_FILES = /design/flow/design.v
export SDC_FILE = /design/flow/constraint.sdc
export NUM_CORES = 4
export LEC_CHECK = 1
export CORE_AREA = 10 10 83 83
export DIE_AREA = 0 0 93 93
</file>
<file path="/design/flow/design.v">
`timescale 1ns / 1ps
module fifo #(
    parameter WIDTH = 4,
    parameter DEPTH = 4
)(
    input  wire                 clk,
    input  wire                 rst,
    input  wire                 i_fifo_w_stb,
    input  wire [WIDTH-1:0]     i_fifo_w_data,
    output wire                 o_fifo_full,
    output wire                 o_fifo_not_full,
    input  wire                 i_fifo_r_stb,
    output wire [WIDTH-1:0]     o_fifo_r_data,
    output wire                 o_fifo_empty,
    output wire                 o_fifo_not_empty
);
reg [WIDTH-1:0] MEM [0:DEPTH-1];
reg [$clog2(DEPTH)-1:0] write_ptr;
reg [$clog2(DEPTH)-1:0] read_ptr;
reg [$clog2(DEPTH)-1:0] r_read_ptr;
assign o_fifo_empty     = (write_ptr == read_ptr);
assign o_fifo_full      = (write_ptr == r_read_ptr);
assign o_fifo_not_empty = ~o_fifo_empty;
assign o_fifo_not_full  = ~o_fifo_full;
assign o_fifo_r_data    = MEM[read_ptr];
initial begin
    write_ptr   = 0;
    read_ptr    = 0;
    r_read_ptr  = (DEPTH - 1);
    if ( WIDTH <= 0 ) begin
        $error("%m ** Illegal condition **, you used %d WIDTH", WIDTH);
    end
    if ( DEPTH <= 0) begin
        $error("%m ** Illegal condition **, you used %d DEPTH", DEPTH);
    end
end
always @ (posedge clk) begin
    if (rst) begin
    end else begin
        if (i_fifo_w_stb && o_fifo_not_full) begin
            MEM[write_ptr] <= i_fifo_w_data;
        end
    end
end
always @ ( posedge clk ) begin
    if (rst) begin
        write_ptr       <=  0;
        read_ptr        <=  0;
        r_read_ptr      <=  (DEPTH - 1);
    end else begin
        if (i_fifo_w_stb && o_fifo_not_full) begin
            write_ptr   <= write_ptr + 1;
        end
        if (i_fifo_r_stb && o_fifo_not_empty) begin
            r_read_ptr  <= read_ptr;
            read_ptr    <= read_ptr + 1;
        end
    end
end
endmodule
</file>
<file path="/design/flow/constraint.sdc">
current_design fifo

set clk_period 2.4
set clk_io_pct 0.2

create_clock -name clk0 -period $clk_period [get_ports {clk}]

set non_clock_inputs [all_inputs -no_clocks]
set_input_delay [expr $clk_period * $clk_io_pct] -clock clk0 $non_clock_inputs
set_output_delay [expr $clk_period * $clk_io_pct] -clock clk0 [all_outputs]
</file>
==> flow report <==
==================================================================================================
Synthesized area divided by synthesized cell count ..................................     12.8 um2
Source of the worst hold timing path ................................................ r_read_ptr[1]$_SDFFE_PP1P_
DP HPWL .............................................................................      1550 um
Sum of overflow across all layers after global routing ..............................            0
N_diodes ............................................................................            0
Fraction of registers with async set or reset after synthesis .......................           0%
Reg-to-reg startpoint ............................................................... write_ptr[1]$_SDFFE_PP0P_
Detail Route Antenna Nets ...........................................................            0
Die width ...........................................................................        93 um
Sum of internal, switching and leakage power ........................................      1.41 mW
Clock transition time at the flip-flop clock pins of the worst setup and hold paths .      0.08 ns
Die ar. .............................................................................  0.00865 mm2
Flip-flop and latch count after synthesis ...........................................           22
Type of the setup path with the least slack ......................................... flop to output port
Synthesized instance count ..........................................................           82
Arr. time, crit path ................................................................      1.73 ns
Category of the worst setup path launch point .......................................         flop
Worst setup EP type .................................................................  output port
Highest clock rate ..................................................................      452 MHz
Maximum number of pins on one net before global-route repair ........................           14
GR Util All Layers ..................................................................        4.79%
Register-to-Register Path Depth .....................................................            3
Count of non-filler cells in the finished layout ....................................          168
Hold Path Cell Cnt ..................................................................            2
Drc violations ......................................................................            0
Iter 0 DRT Violations ...............................................................           41
Number of synthesized flops with an enable pin ......................................           16
Number of sinks driven by the clock tree ............................................           22
Clock tree from TritonCTS ...........................................................          yes
Max-area cell share .................................................................        45.7%
Number of global-route vias before repair ...........................................          730
Status .............................................................................. finished, final reports clean
Number of H-tree levels .............................................................            1
Via-per-instance ratio ..............................................................         3.90
Slew Limit Headroom .................................................................        70.2%
Number of max-slew violations in the final report ...................................            0
Data required time of the worst path ................................................      1.92 ns
Tightest hold margin ................................................................     0.562 ns
Worst hold endpoint ................................................................. write_ptr[1]$_SDFFE_PP0P_
Flop pwr share ......................................................................        43.4%
First-pass detailed-route iteration total ...........................................            4
Final Hold Fails ....................................................................            0
Number of different library cells in the post-synthesis netlist .....................           24
Post-CTS Repair Setup Buffers .......................................................            0
Total buffers and inverters traversed by the critical path ..........................            1
Switching pwr .......................................................................     0.456 mW
Fin crit share ......................................................................        92.2%
Slowest Stage Delay on Critical Path ................................................      0.55 ns
Count of synthesis-stage warnings from yosys ........................................            1
Critical R2R Capture ................................................................ MEM[1][2]$_DFFE_PP_
Most area-hungry cell type in the Yosys netlist ..................................... sky130_fd_sc_hd__edfxtp_1
Endpoints failing setup .............................................................            0
Skew-Pair Late Insertion Delay ......................................................      0.26 ns
Period minus WS final ...............................................................      2.21 ns
Main area contributors .............................................................. sky130_fd_sc_hd__edfxtp_1 46%, sky130_fd_sc_hd__dfxtp_1 11%, sky130_fd_sc_hd__mux4_2 8.6%
Internal power of the cells .........................................................     0.950 mW
Placeable Area ......................................................................  0.00514 mm2
Ordered list of cells on the worst path ............................................. mux4_2 > clkdlybuf4s50_1
Library cell used as clock root buffer .............................................. sky130_fd_sc_hd__clkbuf_8
Worst Max-Slew Pin Slew .............................................................     0.446 ns
Clock Tree Buf Depth ................................................................            2
Commonest cells in the synthesized netlist .......................................... 16 x sky130_fd_sc_hd__edfxtp_1, 7 x sky130_fd_sc_hd__inv_1, 6 x sky130_fd_sc_hd__dfxtp_1, 6 x sky130_fd_sc_hd__nand2_1, 5 x sky130_fd_sc_hd__a31oi_1
Summed instance area of the synthesized netlist .....................................  0.00105 mm2
Global-route wire length before repair ..............................................      3380 um
P_leak ..............................................................................     0.467 nW
Die Height ..........................................................................        93 um
Setup_tns ...........................................................................         0 ns
Fraction of power consumed by combinational cells ...................................        40.5%
Most numerous cell in the Yosys netlist ............................................. sky130_fd_sc_hd__edfxtp_1
Mean routed wirelength per cell .....................................................      11.9 um
Layout Skew .........................................................................   0.00618 ns
Area of the synthesized netlist per yosys stat ......................................  0.00105 mm2
Kind of cell with the highest combined delay on the critical path ................... multiplexers
Number of standard cells reported by yosys ..........................................           82
Slack of the worst reg-to-reg path ..................................................      0.78 ns
Routability-driven placement congestion ratio .......................................        0.803
Crit-path slowest cell .............................................................. sky130_fd_sc_hd__mux4_2
IR drop worst, VDD ..................................................................     0.261 mV
# placed instances ..................................................................          164
Count of vias placed by the detailed router .........................................          655
Max-cap check violation count .......................................................            0
Type of the most critical hold path ................................................. flop to flop
Standard-cell rows ..................................................................           26
Synthesis-to-layout area growth .....................................................        25.1%
Count of fill cells added during filler insertion ...................................          551
Main flop type ...................................................................... sky130_fd_sc_hd__edfxtp_1
Inserted Clock Buffers ..............................................................            3
Total power divided by cell area ....................................................  1070 mW/mm2
I/O pins ............................................................................           16
Unrepaired setup endpoints after global routing .....................................           no
Share of final-layout standard cells stronger than drive strength 1 .................        11.2%
Number of antenna violations at the first check in global routing ...................            0
Clock Power Share ...................................................................        16.1%
Total wirelength of the detailed-routed design ......................................      1990 um
Switching portion of total power ....................................................        32.4%
Starting Density ....................................................................        20.5%
Sequential share of the synthesized area ............................................        57.1%
Number of warnings in the stage logs ................................................           28
Number of buffer cells added on primary ports .......................................           15
Critical-path maximum fanout ........................................................           11
==================================================================================================
==> worst max-delay path by stage <==
stage                               to  slack, ns  cells after the start                      start
final                 o_fifo_r_data[1]       0.19                      2   read_ptr[0]$_SDFFE_PP0P_
after global routing      o_fifo_empty       0.05                      4   read_ptr[1]$_SDFFE_PP0P_
after CTS                  o_fifo_full       0.08                      4  write_ptr[0]$_SDFFE_PP0P_
==> worst reg2reg max path, stage by stage, from the launching register on <==
cell and delay [ns]:
sky130_fd_sc_hd__dfxtp_1 0.49, sky130_fd_sc_hd__xnor2_1 0.19, sky130_fd_sc_hd__a211oi_2 0.32, sky130_fd_sc_hd__and2_1 0.31
==> cell type report <==
| cell class | count | area [um2] | share of cell area, % |
|---|---|---|---|
| Clock buffer | 4 | 45.0 | 3.42 |
| Inverter | 7 | 26.3 | 2.00 |
| Multi-Input combinational cell | 49 | 397 | 30.1 |
| Sequential cell | 22 | 603 | 45.8 |
| Tap cell | 70 | 87.6 | 6.65 |
| Timing Repair Buffer | 16 | 158 | 12.0 |
==> metrics by stage <==
stage	instance area, um2	util (%)	setup slack (ns)
finish	1320	25.6	0.187
global route	1320	25.6	0.0547
CTS	1320	25.6	0.0804
detailed placement	1270	24.7	0.259
global placement	1270	24.7	0.287
floorplan	1050	-	0.947
==> placed cells by master (no fill, tap or decap) <==
master,instances
sky130_fd_sc_hd__inv_1,7
sky130_fd_sc_hd__nand2b_1,1
sky130_fd_sc_hd__a21oi_1,3
sky130_fd_sc_hd__nor2b_1,2
sky130_fd_sc_hd__or3_1,1
sky130_fd_sc_hd__mux2i_1,1
sky130_fd_sc_hd__dfxtp_2,2
sky130_fd_sc_hd__nand4_1,1
sky130_fd_sc_hd__xnor2_1,4
sky130_fd_sc_hd__xor2_1,2
sky130_fd_sc_hd__mux4_2,4
sky130_fd_sc_hd__ha_1,4
sky130_fd_sc_hd__clkbuf_8,3
sky130_fd_sc_hd__buf_4,1
sky130_fd_sc_hd__a21o_1,3
sky130_fd_sc_hd__nor2_1,1
sky130_fd_sc_hd__and2_1,4
sky130_fd_sc_hd__a211oi_2,1
sky130_fd_sc_hd__nand2_1,6
sky130_fd_sc_hd__nand3_1,3
sky130_fd_sc_hd__edfxtp_1,16
sky130_fd_sc_hd__clkbuf_1,1
sky130_fd_sc_hd__o21ai_0,3
sky130_fd_sc_hd__a31oi_1,5
sky130_fd_sc_hd__dfxtp_1,4
sky130_fd_sc_hd__clkdlybuf4s50_1,15
==> metal layers <==
metal	track usage, %	part of all wire, %
met4	0.900	0.85
met3	2.26	6.4
met1	5.70	44
met2	7.83	49
met5	0	0
==> registers in the layout, indices dropped and copies added (netlist names) <==
register,flops
read_ptr,2
r_read_ptr,2
MEM,16
write_ptr,2
==> logic make-up after synthesis <==
kind of cell / after synthesis / synth area share [%]
buffers and inverters: 11 / 5.23
adder cells (fa/ha/maj): 4 / 4.76
multiplexers: 5 / 9.51
XOR/XNOR: 6 / 4.99
AND/OR/NAND/NOR: 19 / 9.27
flip-flops: 22 / 57.1
AND-OR/OR-AND: 15 / 9.15
==> power by group through the flow <==
stage	logic, mW	registers (mW)	clock network (mW)
CTS	0.587	0.610	0.228
global route	0.655	0.627	0.249
finish	0.569	0.611	0.226
==> repair_timing <==
action	in CTS	in global routing
setup endpoints to repair	4	1
hold buffers	0	0
gates resized	1	1
Power figures rest on the tool's default switching activity, not on a simulated workload.
